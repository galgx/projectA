==> design.v <==
`timescale 1ns/1ps
module MBGD_DOT_PROD_CALC
  #(parameter
      N = 8, 
      N_bit = 3,  
      DW1 = 8, 
      DW2 = 8  
  )
  (
      input clk,
      input resetn,
      input enable,
      input wire[(DW1 * N) -1 : 0] inp1,
      input wire[(DW2 * N) -1 : 0] inp2,
      output reg [(DW1+DW2)*N -1: 0]dot_products   
  );
  always @ (posedge clk or  negedge resetn)
  begin
    if(!resetn) begin
    dot_products <= 0;
     end
      else if (enable == 1) begin 
        #12      
        dot_products[(DW1+DW2)*(1)- 1 :0]  <=  (inp1[DW1 - 1 : 0] * inp2[DW2 - 1 : 0]);;
        dot_products[(DW1+DW2)*(N-6)-1:(DW1+DW2)] <=  inp1[ (1 + 1) * DW1 - 1 : 1 * DW1 ] * inp2[ (1 + 1) * DW2 - 1 : 1 * DW2 ];
        dot_products[(DW1+DW2)*(N-5)-1:(DW1+DW2)*(N-6)] <=  inp1[ (2 + 1) * DW1 - 1 : 2 * DW1 ] * inp2[ (2 + 1) * DW2 - 1 : 2 * DW2 ];
        dot_products[(DW1+DW2)*(N-4)-1:(DW1+DW2)*(N-5)] <=  inp1[ (3 + 1) * DW1 - 1 : 3 * DW1 ] * inp2[ (3 + 1) * DW2 - 1 : 3 * DW2 ];
        dot_products[(DW1+DW2)*(N-3)-1:(DW1+DW2)*(N-4)] <=  inp1[ (4 + 1) * DW1 - 1 : 4 * DW1 ] * inp2[ (4 + 1) * DW2 - 1 : 4 * DW2 ];
        dot_products[(DW1+DW2)*(N-2)-1:(DW1+DW2)*(N-3)] <=  inp1[ (5 + 1) * DW1 - 1 : 5 * DW1 ] * inp2[ (5 + 1) * DW2 - 1 : 5 * DW2 ];
        dot_products[(DW1+DW2)*(N-1)-1:(DW1+DW2)*(N-2)] <=  inp1[ (6 + 1) * DW1 - 1 : 6 * DW1 ] * inp2[ (6 + 1) * DW2 - 1 : 6 * DW2 ];
        dot_products[(DW1+DW2)*(N-0)-1:(DW1+DW2)*(N-1)] <=  inp1[ (7 + 1) * DW1 - 1 : 7 * DW1 ] * inp2[ (7 + 1) * DW2 - 1 : 7 * DW2 ];
     end
   end
endmodule
==> run.sh <==
#!/bin/bash
# OpenROAD 26Q1-2900-gdf79404cd8, Yosys 0.63+post, stock flow scripts
make -C /OpenROAD-flow-scripts/flow DESIGN_CONFIG=/design/flow/config.mk WORK_HOME=/design/flow/orfs finish
==> config.mk <==
export PLATFORM = sky130hd
export DESIGN_NAME = MBGD_DOT_PROD_CALC
export DESIGN_NICKNAME = MBGD_DOT_PROD_CALC
export VERILOG_FILES = /design/flow/design.v
export SDC_FILE = /design/flow/constraint.sdc
export NUM_CORES = 4
export LEC_CHECK = 1
export CORE_UTILIZATION = 30
==> constraint.sdc <==
current_design MBGD_DOT_PROD_CALC

set clk_period 1.1
set clk_io_pct 0.2

create_clock -name clk0 -period $clk_period [get_ports {clk}]

set non_clock_inputs [all_inputs -no_clocks]
set_input_delay [expr $clk_period * $clk_io_pct] -clock clk0 $non_clock_inputs
set_output_delay [expr $clk_period * $clk_io_pct] -clock clk0 [all_outputs]
==> run notes <==
Flow results are below.

- The cell type group with the largest total delay on the critical path is adder cells, for reference.
- The number of clock sinks came to 128.
- The placed standard-cell area is 0.0298 mm^2, for reference.
- The placement row count is 97, for reference.
- Of the cells placed in the final design, the portion with a size suffix greater than 1 is 0.488.
- Per the CTS log, the root buffer master is sky130_fd_sc_hd__clkbuf_16.
- The number of buffers on the longest clock path is 2, for reference.
- The warning total across the stage logs is 28, for reference.
- The number of cells in Yosys stat is 2252, for reference.
- Entering global routing, the biggest net connects 35 pins.
- Per the post-run analysis, buffers plus inverters along the critical path come to 3.
- Checking max transition, the worst relative margin is 0.394.
- The cell count of the worst hold path is 4, for reference.
- In the synthesis report, Yosys lists the chip area as 0.0215 mm^2.
- The total leakage power is 16.3 nW, for reference.
- Prior to clock tree synthesis, the placed netlist has a worst setup slack of -3.31 ns.
- Setup repair after global routing could not meet its margin everywhere.
- Once layout is done, the placed cells without fillers occupy 0.0330 mm^2.
- The share of the yosys chip area belonging to registers is 0.149, for reference.
- The length of the first detailed-routing pass in iterations is 4, for reference.
- The proportion of register bits with asynchronous set or reset after synthesis is 1.00, for reference.
- The most frequently used flop master after synthesis is sky130_fd_sc_hd__dfrtp_1, for reference.
- The highest ir drop seen on vdd is 1.26 mV, for reference.
- The largest registers in the layout are dot_products (128).
- The checks that failed: negative setup slack.
- The number of global-route vias before repair came to 19600.
- TritonCTS built the clock tree.
- The slew at the pin with the worst max-slew slack is 0.909 ns, for reference.
- The data arrival time of the worst path is 3.78 ns, for reference.
- The post-placement cell count is 3818, for reference.
- The path length in cells of the critical path is 14, for reference.
- The number of flip-flops under the largest register name is 128, for reference.
- The worst hold-check slack is 0.0903 ns, for reference.
- The detailed router's first-iteration violation count is 452, for reference.
- The most frequently used library cell after synthesis is sky130_fd_sc_hd__and2_1.
- The chip occupies 0.0727 mm^2.
- From synthesis to final layout, the design area changed by 53.7%.
- In the floorplan report the effective utilization is 0.305.
- The via total after detailed routing is 18000, for reference.
- Summed over all nets, the half-perimeter wirelength after detailed placement is 46100 um.
- The initial antenna violation count is 0, for reference.
- Summed over all layers, the global routing overflow is 0.
- The number of buffer cells added on primary ports is 258, for reference.
- Summing all flip-flop and latch instances after layout gives 0.00321 mm^2.
- By area the synthesized netlist is led by sky130_fd_sc_hd__fa_1 (27%), sky130_fd_sc_hd__ha_1 (17%), sky130_fd_sc_hd__dfrtp_1 (15%).
- The timing report gives the biggest stage delay along the critical path as 0.55 ns.
- By instance count, the cell type seen most on the critical path is sky130_fd_sc_hd__fa_1.
- Summed over all failing endpoints, the final setup total negative slack is -213.82 ns.
- For the worst-skew pair, the clock arrives at the later sink with an insertion delay of 0.47 ns.
- The final-report max-slew violation count is 0, for reference.
- Subtracting the final worst setup slack from the clock period gives 3.42 ns.
- The die height is 270 um, for reference.
- Buffers inserted during clock tree synthesis total 17.
- The final timing summary puts the cycle share of the worst path at 3.11.
- The overall die width is 270 um, for reference.
- The critical path is of the in -> reg type.
- The count of antenna-violating nets left after detailed routing is 0, for reference.
- The count of library flops with an enable pin is 0, for reference.
- In the final run the clock tree shows a worst skew of 0 ns.
- The data required time of the critical path is 1.46 ns, for reference.
- The clock transition at the register clock pins on the worst setup and hold paths after CTS is 0.07 ns, for reference.
- The tool flagged a number of max-cap violations equal to 0.
- Derived from the worst setup path, the maximum achievable clock frequency is 292 MHz.
- The routed design shows a via density per instance of 4.53.
- After its last routability iteration, the placer logged a weighted congestion of 0.897.
- The final count of hold timing violations is 0, for reference.
- The final antenna diode tally reported by the flow is 0.
- The total power of the final layout is 63.1 mW, for reference.
- The number of cells on the worst reg-to-reg path is 4, for reference.
- The worst setup path is captured at a flip-flop.
- The post-route non-filler standard cell count is 3978, for reference.
- Once routing completed, OpenROAD measured the worst setup slack at -2.32 ns.
- The number of synthesis warnings is 1, for reference.
- The floorplan report gives the top-level pin count as 259.
- The core box area is 0.0705 mm^2, for reference.
- Counting every instance in the synthesized netlist gives 2252.
- STA classifies the critical path startpoint as an input pin.
- The number of unique standard cell types used by synthesis is 47, for reference.
- Of the post-synthesis cell area, the dominant cell type holds 0.268.
- The first global-routing pass estimated 96800 um of wire.
- The timing report shows that the slowest cell on the worst path is sky130_fd_sc_hd__fa_1.
- The area of combinational cells with multiple inputs is 0.0198 mm^2, for reference.
- The min-delay analysis places its worst path in the category in -> reg.
- The flow ran to the end, but the final reports show violations.
- The end-of-flow core utilization is 0.468, for reference.
- The overall fraction of global-route tracks in use is 0.168, for reference.
- In this run the mean area of a mapped cell was 9.54 um^2.
- The synthesized design contains 128 register bits.
- The biggest area consumer among synthesized cells is sky130_fd_sc_hd__fa_1, for reference.
- The signal on the critical path passes through buf_12 -> and2_4 -> fa_1 -> fa_1 -> fa_1 -> inv_2 -> fa_1 -> inv_2 -> ha_4 -> o211ai_1 -> a21oi_2 -> o2111ai_2 -> a21o_1 -> a31o_2.
- The last timing report of the flow puts the setup violation total at 243.
- Per the summary, power density relative to cell area is 1910 mW/mm^2.
- The register with the most flip-flops is dot_products, for reference.
- The routed design has 56500 um of wire.
- The post-synthesis instance area is 0.0215 mm^2, for reference.
- The count of unresolved DRC violations after routing is 0, for reference.
- Yosys reports that the most numerous cell types are sky130_fd_sc_hd__and2_1 (413), sky130_fd_sc_hd__inv_1 (395), sky130_fd_sc_hd__fa_1 (288), sky130_fd_sc_hd__ha_1 (288), sky130_fd_sc_hd__nand2_1 (175).
- Fill cells in the final layout number 6164.
- The H-tree was split into 4 levels.
- In the final routed layout, each cell accounts on average for 14.2 um.
- The maximum fanout along the worst path is 4, for reference.
==> final timing paths <==
check / start / to / slack, ns
max in group asynchronous: resetn / dot_products[76] / -0.60
min in group asynchronous: resetn / dot_products[63] / 0.30
worst max register to register: dot_products[73] / dot_products[73] / -0.02
worst min register to register: dot_products[33] / dot_products[33] / 0.50
worst max-delay path: inp2[18] / dot_products[45] / -2.32
worst min-delay path: inp2[0] / dot_products[0] / 0.09
==> power by group <==
| part | total, mW | internal (mW) | switching, mW |
|---|---|---|---|
| Clock | 6.52 | 3.86 | 2.66 |
| Combinational | 48.3 | 27.1 | 21.2 |
| Sequential | 8.20 | 6.71 | 1.49 |
==> metal layers <==
metal	wire, um	vias up	part of all wire	GRT usage
met3	4830	32	0.086	0.0632
li1	-	8776	-	-
met1	25600	8839	0.45	0.235
met2	25500	363	0.45	0.263
met4	512	0	0.0091	0.0120
met5	0	-	0	0
==> placed cells by master (no fill, tap or decap), types with 14 or more instances in the layout <==
cell and instances:
sky130_fd_sc_hd__clkbuf_16 17, sky130_fd_sc_hd__xnor2_1 38, sky130_fd_sc_hd__and2_4 178, sky130_fd_sc_hd__buf_12 24, sky130_fd_sc_hd__nand2_1 124, sky130_fd_sc_hd__inv_1 320, sky130_fd_sc_hd__nor2_1 23, sky130_fd_sc_hd__fa_2 37
sky130_fd_sc_hd__buf_2 117, sky130_fd_sc_hd__o21ai_2 19, sky130_fd_sc_hd__nand3_1 25, sky130_fd_sc_hd__ha_1 189, sky130_fd_sc_hd__fa_1 251, sky130_fd_sc_hd__xnor2_2 14, sky130_fd_sc_hd__and2_1 235, sky130_fd_sc_hd__buf_4 419
sky130_fd_sc_hd__ha_4 99, sky130_fd_sc_hd__dfrtp_1 126, sky130_fd_sc_hd__nand2_2 38, sky130_fd_sc_hd__a21oi_1 41, sky130_fd_sc_hd__a21o_1 22, sky130_fd_sc_hd__buf_6 171, sky130_fd_sc_hd__nand2b_1 17, sky130_fd_sc_hd__buf_8 33
sky130_fd_sc_hd__o21ai_0 16, sky130_fd_sc_hd__mux2_2 20, sky130_fd_sc_hd__a21oi_4 25, sky130_fd_sc_hd__a21oi_2 30, sky130_fd_sc_hd__inv_2 76, sky130_fd_sc_hd__mux2_4 65
==> cell type report <==
| class | instances | share of cell area |
|---|---|---|
| clock inverter | 15 | 0.00667 |
| multi-input combinational | 1704 | 0.598 |
| clock buffer | 17 | 0.0129 |
| inverter | 396 | 0.0450 |
| timing repair buffer | 778 | 0.205 |
| tap | 940 | 0.0356 |
| sequential | 128 | 0.0970 |
==> tightest hold or removal path: stages <==
cell,delay (ns)
sky130_fd_sc_hd__buf_6,0.09
sky130_fd_sc_hd__buf_6,0.10
sky130_fd_sc_hd__nand3_1,0.06
sky130_fd_sc_hd__o21ai_0,0.07
==> logic make-up after synthesis <==
kind of cell	synth area share
muxes	0.0482
xor gates and xnor gates	0.0281
AOI/OAI and AO/OA	0.0825
adders and majority gates	0.436
buffers and inverters	0.0750
DFF	0.149
and+or+nand+nor	0.181
==> what timing repair did <==
item,in CTS,in global routing
setup buffers,93,46
gates resized,1406,326
endpoints found under the setup margin,248,368
hold buffers,7,3
endpoints found under the hold margin,130,13
pin swaps,282,272
Power figures rest on the tool's default switching activity, not on a simulated workload.
