File: config.mk
export PLATFORM = sky130hd
export DESIGN_NAME = dot_product
export DESIGN_NICKNAME = dot_product
export VERILOG_FILES = /design/flow/design.v
export SDC_FILE = /design/flow/constraint.sdc
export NUM_CORES = 4
export LEC_CHECK = 1
export CORE_UTILIZATION = 40
File: constraint.sdc
current_design dot_product

set clk_period 14.1
set clk_io_pct 0.2

create_clock -name clk0 -period $clk_period

set non_clock_inputs [all_inputs -no_clocks]
set_input_delay [expr $clk_period * $clk_io_pct] -clock clk0 $non_clock_inputs
set_output_delay [expr $clk_period * $clk_io_pct] -clock clk0 [all_outputs]
File: design.v
module dot_product
  #(parameter
      N = 8, 
      N_bit = 3,  
      DW = 8  
  )
  (
      input wire[(DW * N) -1 : 0] inp1,
      input wire[(DW * N) -1 : 0] inp2,
      output wire[(2*DW) + N_bit - 1 : 0] outp
  );
  genvar i;
  wire [2*DW + N_bit - 1 : 0] sums[0 : N - 1];  
  assign sums[0] = (inp1[DW - 1 : 0] * inp2[DW - 1 : 0]);
  generate 
      for (i = 1; i < N; i = i + 1) begin: sum_loop
          assign sums[i] = sums[i-1] + inp1[ (i + 1) * DW - 1 : i * DW ] * inp2[ (i + 1) * DW - 1 : i * DW ];
      end
  endgenerate
  assign outp = sums[N-1]; 
endmodule
File: run.sh
#!/bin/bash
# OpenROAD 26Q1-2900-gdf79404cd8, Yosys 0.63+post, stock flow scripts
make -C /OpenROAD-flow-scripts/flow DESIGN_CONFIG=/design/flow/config.mk WORK_HOME=/design/flow/orfs finish
==> Slide: Implementation Results <==
Flow Results at a Glance

Final timing
  – Setup-failing EPs final: 0
  – Unrepaired setup endpoints after global routing: no
  – Max frequency: 72.7 MHz
  – Final Hold Viols: 0
  – Pins over their slew limit: 0
  – Relative slew slack: 54.8%
  – Post-Route Setup TNS: 0 ns
  – Min Clock Period, post-route: 13.75 ns
  – Worst Tran Pin Value: 0.674 ns
  – Final period utilization: a little over nine tenths

Cells and area
  – Area grow syn2layout: 12.6%
  – # clk buffers: 0
  – Register area: 0 um^2
  – Layout cell share with drive strength beyond 1: less than 1%
  – Flops: 0

Global routing
  – Largest net degree at the start of global routing: 9
  – First-pass GRT wire length: 72900 um
  – Initial antenna violation count: 0
  – Number of global-route vias before repair: 13700
  – Total congestion overflow: 0
  – Global Route Usage Sum: 21.8%

Synthesis
  – Yosys chip area: 0.0182 mm^2
  – Ys cells: slightly below 2000
  – Synth top cell by count: inv_1
  – Mapped Area: 0.0182 mm^2
  – Distinct lib cells: 37
  – Biggest area cells: fa_1 (52%), ha_1 (16%), inv_1 (13%), and2_1 (12%), nand2_1 (3.8%)
  – Commonest cells post-synth: inv_1 (630), fa_1 (476), and2_1 (343), ha_1 (231), nand2_1 (183)
  – Synthesized instance count: 1949
  – Synth Warn #: 1
  – Area share, top type: 52.3%
  – Syn avg cell area: 9.34 um^2
  – Yosys top cell by area: fa_1
  – Synth Seq Share: 0%

Hold path
  – Hold Path Class: primary input to primary output
  – Min-Delay Startpoint: inp2[0]
  – Worst Hold End: outp[0]
  – Hold Path Depth: 4

Route
  – ANT cells: 0
  – Routed via count: about 12000
  – ANT nets after route: 0
  – Routed wire length: ~44000 um
  – DR iter-0 viols: about 330
  – Drt wl/cell: 16.4 um
  – Via/cell ratio: 4.53
  – DRC Markers: 0
  – 1st-pass router iterations: 4

Die
  – Die Width: 215 um
  – Num rows: 77
  – Die Ht: 215 um
  – Die area: 0.0464 mm^2
  – Io pins: between 100 and 150
  – Initial Utilization: 40.8%
  – Total core area: 0.0446 mm^2

Place
  – GPL Wtd Cong: between 0.9 and 1
  – Buffers on Ports: about 150
  – Post-DP HPWL: 41600 um

Run
  – Log Warnings: 36
  – Max_cap viols: 0

Critical path
  – CP Data Required Time: 11.28 ns
  – Worst path cell trace: clkdlybuf4s50_1, and2_1, fa_1, inv_1, fa_1, fa_1, fa_1, fa_1, fa_1, inv_1, fa_1, fa_1, fa_1, fa_1, ha_1, a21o_1, a21o_1, a221o_1, and3_1, nor4_1, clkdlybuf4s50_1
  – Slowest stage cell, crit path: clkdlybuf4s50_1
  – CP startpoint kind: primary input
  – Worst-path maximum fanout: 8
  – CP most frequent cell: fa_1
  – Crit. End Element: primary output
  – CP peak stage delay: 0.59 ns
  – Largest delay share family, worst path: adder cells
  – WP data arrival: approximately 11 ns
  – CP Class: primary input to primary output
  – CP Buf/Inv Count: 4

CTS
  – Post-CTS Setup Inserts: 0
  – Post-CTS sizing: 0
  – CTS Hold Buffers Added: 0

Outcome
  – Status: completed
-- how the worst max path moves through the flow --
stage                 cells past startpoint        to      from  slack (ns)
after CTS                                23  outp[18]  inp2[34]        0.33
after global routing                     24  outp[13]   inp1[5]        0.02
final                                    21  outp[18]  inp1[61]        0.35
-- through the flow --
step	area (um^2)	setup slack [ns]	hold slack (ns)	cells	utilization (%)
6_report	20500	0.350	7.08	2697	46.0
5_1_grt	20500	0.0233	7.13	2697	46.0
4_1_cts	20500	0.326	7.09	2697	45.9
3_5_place_dp	20500	0.339	7.08	2697	45.9
3_3_place_gp	20500	0.373	7.09	2697	45.9
2_1_floorplan	18200	1.86	5.83	1949	-
-- cell type report --
type | instances | area [um^2]
fill | 4234 | 24100
inverter | 630 | 2360
timing repair buffer | 159 | 1570
tap | 592 | 741
multi-input combinational | 1316 | 15800
-- placed cells by master, fill, tap and decap left out, drive strengths merged, types with 4 or more instances in the layout --
cell	n
a21oi	19
and2	343
buf	12
clkdlybuf4s50	144
fa	476
ha	231
inv	630
nand2	183
o211ai	4
o21ai	4
xnor2	9
xor2	9
-- layer usage --
layer | part of all wire (%) | track usage, % | wire, um | up-vias
met2 | 46 | 32.9 | 20300 | 360
met4 | 0.93 | 1.42 | 411 | 2
met5 | 0.18 | 1.25 | 78 | -
met3 | 9.9 | 8.69 | 4400 | 20
met1 | 43 | 32.6 | 19000 | 5983
li1 | - | - | - | 5847
-- logic make-up (layout without fill, tap and decap cells) --
group	after synthesis	count (layout)	share of synthesized area, %
and+or+nand+nor	543	543	16.1
buffers and inverters	633	789	13.1
AOI/OAI and AO/OA	48	48	1.72
adders and majority gates	707	707	68.2
xor gates and xnor gates	18	18	0.866
