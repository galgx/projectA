$ cat design/flow/design.v
module slave_apb (  output reg [ 7 : 0 ] prdata,  
                    input                penable, 
                    input                pwrite,  
                    input 	         psel,   
                    input                pclk,    
                    input                presetn,  
                    input [ 7 : 0 ] paddr,   
                    input [ 7 : 0 ] pwdata   
                    );
  parameter         IDLE    = 2'b00;               
  parameter         SETUP   = 2'b01;
  parameter         ACCESS  = 2'b10;
  reg   [ 1 : 0 ]    pres_state;                   
  reg   [ 1 : 0 ]    next_state;
  reg   [ 7 : 0 ]    slave [ 0 : 255 ];   
  reg   [ 7 : 0 ]    prdata1;
  always @ ( posedge pclk or negedge presetn )
  begin 
    if ( ! presetn )
      pres_state = IDLE;
    else 
      pres_state = next_state;
  end 
  always @ (*) 
  begin
    prdata1 = 8'b0;
    next_state = 2'b0;     
    case ( pres_state )
      IDLE   :
        begin  
	  if ( ! penable )
	   begin
            if ( psel == 0 ) 
	     begin
               next_state = IDLE;
	             prdata1 = 8'b0;
             end
            else if ( ( psel == 1 ) && ( penable == 0 ) )
               next_state = SETUP;
          end 
        end  
      SETUP  :
        begin  
          if( ( psel == 1 ) && ( penable == 1) )
            next_state  = ACCESS;
        end  
      ACCESS :
        begin  
          if ( ( psel == 1 ) && ( penable == 0 ) )
            next_state  = SETUP;
          else
          begin  
            next_state  = IDLE;
          end  
	  if(!pwrite)        
            prdata1         = slave [ paddr ];
          if (( psel == 0 ) && ( penable == 0 ))  
            next_state = IDLE;
        end  
      default : next_state = IDLE;
    endcase
  end  
  always @ (   *)
  begin 
    if ( ! presetn)
    begin
      prdata = 8'b0;
    end  
    else
      if ( ( pres_state == ACCESS ) && ( pwrite == 0 ) )
        prdata = prdata1;
  end
  always @ (  * )
  begin
    if ( (pres_state == ACCESS) && (pwrite ==1) )
     begin
        slave [paddr] = pwdata; 
     end 
  end
endmodule
$ cat design/flow/run.sh
#!/bin/bash
# OpenROAD 26Q1-2900-gdf79404cd8, Yosys 0.63+post, stock flow scripts
make -C /OpenROAD-flow-scripts/flow DESIGN_CONFIG=/design/flow/config.mk WORK_HOME=/design/flow/orfs finish
$ cat design/flow/config.mk
export PLATFORM = sky130hd
export DESIGN_NAME = slave_apb
export DESIGN_NICKNAME = slave_apb
export VERILOG_FILES = /design/flow/design.v
export SDC_FILE = /design/flow/constraint.sdc
export NUM_CORES = 4
export LEC_CHECK = 1
export CORE_UTILIZATION = 40
$ cat design/flow/constraint.sdc
current_design slave_apb

set clk_period 1.2
set clk_io_pct 0.2

create_clock -name clk0 -period $clk_period [get_ports {pclk}]

set non_clock_inputs [all_inputs -no_clocks]
set_input_delay [expr $clk_period * $clk_io_pct] -clock clk0 $non_clock_inputs
set_output_delay [expr $clk_period * $clk_io_pct] -clock clk0 [all_outputs]
==> job_summary.md <==
### Metrics collected by this job

| Metric | Value |
|---|---|
| Failing checks | `capacitance limit, slew limit` |
| Mux share | `0.000416` |
| First-pass GRT wire length | `539 mm` |
| Mean area per synthesized cell | `9.43 µm²` |
| Placer Congestion | `1.21` |
| Final worst slack | `0.130 ns` |
| Synthesized cell area | `51100 µm²` |
| Post-CTS Resized | `0` |
| Basic Gates by Area | `0.165` |
| Power Density | `238 nW/µm²` |
| Drt first pass iters | `12` |
| RSZ-0062 raised after global routing | `no` |
| Critical path startpoint category | `flip-flop` |
| Initial DRC count | `9456` |
| DRC | `0` |
| XORs/XNORs by Area | `0.00120` |
| Final setup vio count | `0` |
| Row cnt | `130` |
| AO/OA Area Share | `0.183` |
| Crit path capture type | `flip-flop` |
| Hold slack | `0.227 ns` |
| Status | `complete, but fails checks` |
| End-of-flow core utilization | `0.446` |
| Fin crit share | `0.892` |
| Core Footprint | `126000 µm²` |
| Vias in the first global route | `49800` |
| Log Warnings | `41` |
| Critical path type | `flip-flop to flip-flop` |
| Final ANT Viol Nets | `0` |
| H-tree levels | `1` |
| Drt total wl | `427 mm` |
| Clock tree buffer depth | `2` |
| Worst slack, placed | `0.0270 ns` |
| FMAX | `934 MHz` |
| Most common reg cell | `dlxtn_1` |
| Die height | `359 µm` |
| Hold Crit Class | `input port to asynchronous set/reset pin` |
| Area of placed instances | `55400 µm²` |
| Post-CTS setup buffers | `0` |
| Largest net degree at the start of global routing | `165` |
| GRT Residual Overflow | `0` |
| Final Critical Period | `1.07 ns` |
| Top cells by area | `dlxtn_1, nand3_1, a22oi_1, nand4_1, a32oi_1` |
| Critical path peak fanout | `2` |
| Worst Path Arrival | `1.22 ns` |
| Final Max Slew Viols | `5` |
| Chip Width | `359 µm` |
| Top area contributor share | `0.605` |
| Die area | `129000 µm²` |
| Post-synth top cells | `dlxtn_1, nand3_1, a22oi_1, buf_2, nand4_1` |
| Clk_skew | `0.000319 ns` |
| FFs w/ async S/R, synth | `0.00146` |
| CTS root buf | `clkbuf_16` |
| Max_cap viols | `1` |
| CTS tree | `yes` |
| Most common cell in the netlist | `dlxtn_1` |
| HPWL after DPL | `280 mm` |
| Yosys chip area | `51100 µm²` |
| FP Core Util | `0.405` |
| Total Routing Usage GR | `0.677` |
| Cell type with the largest total area | `dlxtn_1` |
| Routed len/inst | `57.3 µm` |
| Layout cells sized above 1 | `0.114` |
| Seq cells post-synth | `2059` |
| Port Buffers | `28` |
| Main logic family | `AND-OR/OR-AND gates` |
| Cell total in the yosys stat output | `5417` |
| Endpoints left unconstrained | `2064` |
| LEAKAGE | `23.4 nW` |
| Yosys warns | `2` |
| Initial antenna violation count | `145` |
| Hold_buf cts | `0` |
| Final instance area | `56300 µm²` |
| Required @ worst endpoint | `1.35 ns` |
| Netlist cell types | `91` |
| Synth Instances | `5417` |
| TritonCTS Buffers | `3` |
| Slew headroom | `-0.00661` |
| Vias per cell | `7.83` |
| Vias | `58300` |
| Count of library flops with an enable pin | `0` |
| Least-Margin Pin Slew | `1.51 ns` |
| Worst-path clk slew | `0.03 ns` |
| Top Ports | `29` |
| Count of unclocked register or latch pins | `2056` |
| Area growth, synth to finish | `10.2%` |
| Final hold violation count | `0` |
| Adder Share, Synth | `0.000196` |
| Clock latency on the worst-skew pair | `0.23 ns` |
| Peak supply drop | `888 µV` |
routing by layer:
| layer | global-route usage | vias to the layer above | part of all wire | wire length [µm] |
|---|---|---|---|---|
| met3 | 0.573 | 2510 | 0.20 | 85100 |
| met4 | 0.591 | 110 | 0.12 | 52300 |
| met5 | 0.322 | - | 0.011 | 4670 |
| li1 | - | 20600 | - | - |
| met2 | 0.789 | 7108 | 0.35 | 151000 |
| met1 | 0.717 | 28000 | 0.31 | 134000 |
cell usage in the layout, fill, tap and decap left out, types with 11 or more instances in the layout:
| cell | count |
|---|---|
| nor3_1 | 49 |
| nor2_1 | 167 |
| o2111ai_1 | 13 |
| a21oi_1 | 156 |
| nor4_1 | 63 |
| nor2b_1 | 11 |
| a32o_1 | 17 |
| a22o_1 | 42 |
| nand2b_1 | 11 |
| o211ai_1 | 88 |
| o21ai_1 | 30 |
| a221oi_1 | 33 |
| nand2_1 | 167 |
| a32oi_1 | 129 |
| a222oi_1 | 41 |
| and3_1 | 22 |
| o21ai_0 | 111 |
| or3_1 | 12 |
| buf_4 | 508 |
| o22ai_1 | 150 |
| clkdlybuf4s50_1 | 12 |
| nand3_1 | 687 |
| a31oi_1 | 16 |
| dlxtn_1 | 2056 |
| diode_2 | 327 |
| a22oi_1 | 394 |
| or4_1 | 27 |
| nand4_1 | 217 |
worst max-delay path, stage by stage (launching register included):
cell and delay, ns:
dfstp_2 0.53, nor2_1 0.07, nand2_1 0.09, o21ai_0 0.12, a21oi_1 0.19
path summary, 6_finish.rpt:
check | from | to | slack, ns | cells past startpoint
worst max-delay path | pres_state[0] | pres_state[0] | 0.13 | 4
worst min-delay path | presetn | pres_state[1] | 0.23 | 1
worst max register to register | pres_state[0] | pres_state[0] | 0.13 | 4
worst min register to register | pres_state[2] | pres_state[1] | 0.61 | 1
max in group asynchronous | presetn | pres_state[0] | 0.73 | 1
min in group clk0 | pres_state[2] | pres_state[1] | 0.61 | 1
kinds of logic (layout without fill, tap and decap cells):
| logic type | Yosys count | in the layout |
|---|---|---|
| flip-flops | 3 | 3 |
| XOR/XNOR | 7 | 7 |
| multiplexers | 2 | 2 |
| other | 0 | 327 |
| buffers and inverters | 487 | 545 |
| adder cells (fa/ha/maj) | 1 | 1 |
| latches | 2056 | 2056 |
| AND-OR/OR-AND | 1304 | 1304 |
| AND/OR/NAND/NOR | 1557 | 1557 |
sequential cells by signal (all words and copies together), names as in the netlist:
name and flops:
prdata 8, slave 2048, pres_state 3
stage by stage:
stage                     power, mW  setup TNS [ns]  cells
after detailed placement       12.0               0   7121
after global placement         11.9         -0.0837   7121
after CTS                      12.6               0   7125
after global routing           13.3               0   7322
after floorplan                7.83               0   5417
final                          13.4               0   7452
final cells by class:
type	instances	area, µm²
Antenna cell	327	818
Clock buffer	4	78.8
Fill cell	12100	69900
Inverter	5	18.8
Multi-Input combinational cell	2871	18300
Sequential cell	2059	30900
Tap cell	1650	2060
Timing Repair Buffer	536	4110
report_power, final:
part | switching [mW] | total (mW) | internal, mW | leakage, nW
logic | 6.13 | 7.45 | 1.32 | 6.60
clock network | 0.100 | 0.540 | 0.439 | 0.0411
registers | 0.919 | 5.39 | 4.47 | 16.8
total | 7.15 | 13.4 | 6.23 | 23.4
Power figures rest on the tool's default switching activity, not on a simulated workload.
